**flow/constraint.sdc**
```tcl
current_design uart_tx

set clk_period 4.1
set clk_io_pct 0.2

create_clock -name clk0 -period $clk_period [get_ports {clk_3125}]

set non_clock_inputs [all_inputs -no_clocks]
set_input_delay [expr $clk_period * $clk_io_pct] -clock clk0 $non_clock_inputs
set_output_delay [expr $clk_period * $clk_io_pct] -clock clk0 [all_outputs]
```
**flow/design.v**
```verilog
module uart_tx(
    input clk_3125,
    input parity_type,
    input tx_start,
    input [7:0] data,
    output reg tx,
    output reg tx_done
);
parameter IDLE       = 0;
parameter START_BIT  = 1;
parameter DATA_BIT_0 = 2;
parameter DATA_BIT_1 = 3;
parameter DATA_BIT_2 = 4;
parameter DATA_BIT_3 = 5;
parameter DATA_BIT_4 = 6;
parameter DATA_BIT_5 = 7;
parameter DATA_BIT_6 = 8;
parameter DATA_BIT_7 = 9;
parameter PARITY_BIT = 10;
parameter STOP_BIT   = 11;
parameter DONE       = 12;
reg [3:0] current_state;
reg parity_bit;
reg [3:0] bit_duration_counter;  
localparam BIT_DURATION = 14;  
initial begin
    tx = 1;  
    tx_done = 0;
    current_state = IDLE;
    bit_duration_counter = 0;
end
always @(*) begin
    if (parity_type == 1)  
        parity_bit = ~^data;
    else  
        parity_bit = ^data;
end
always @(posedge clk_3125) begin
    case (current_state)
        IDLE: begin
            tx <= 1;
            tx_done <= 0;
            bit_duration_counter <= 0;  
            if (tx_start) begin
                tx <= 0;  
                current_state <= START_BIT;
            end
        end
        START_BIT: begin
            tx <= 0;  
            if (bit_duration_counter == BIT_DURATION - 2) begin
                current_state <= DATA_BIT_0;
                bit_duration_counter <= 0;
            end else begin
                bit_duration_counter <= bit_duration_counter + 1;
            end
        end
        DATA_BIT_0: begin
            tx <= data[7];
            if (bit_duration_counter == BIT_DURATION - 1) begin
                current_state <= DATA_BIT_1;
                bit_duration_counter <= 0;
            end else begin
                bit_duration_counter <= bit_duration_counter + 1;
            end
        end
        DATA_BIT_1: begin
            tx <= data[6];
            if (bit_duration_counter == BIT_DURATION - 1) begin
                current_state <= DATA_BIT_2;
                bit_duration_counter <= 0;
            end else begin
                bit_duration_counter <= bit_duration_counter + 1;
            end
        end
        DATA_BIT_2: begin
            tx <= data[5];
            if (bit_duration_counter == BIT_DURATION - 1) begin
                current_state <= DATA_BIT_3;
                bit_duration_counter <= 0;
            end else begin
                bit_duration_counter <= bit_duration_counter + 1;
            end
        end
        DATA_BIT_3: begin
            tx <= data[4];
            if (bit_duration_counter == BIT_DURATION - 1) begin
                current_state <= DATA_BIT_4;
                bit_duration_counter <= 0;
            end else begin
                bit_duration_counter <= bit_duration_counter + 1;
            end
        end
        DATA_BIT_4: begin
            tx <= data[3];
            if (bit_duration_counter == BIT_DURATION - 1) begin
                current_state <= DATA_BIT_5;
                bit_duration_counter <= 0;
            end else begin
                bit_duration_counter <= bit_duration_counter + 1;
            end
        end
        DATA_BIT_5: begin
            tx <= data[2];
            if (bit_duration_counter == BIT_DURATION - 1) begin
                current_state <= DATA_BIT_6;
                bit_duration_counter <= 0;
            end else begin
                bit_duration_counter <= bit_duration_counter + 1;
            end
        end
        DATA_BIT_6: begin
            tx <= data[1];
            if (bit_duration_counter == BIT_DURATION - 1) begin
                current_state <= DATA_BIT_7;
                bit_duration_counter <= 0;
            end else begin
                bit_duration_counter <= bit_duration_counter + 1;
            end
        end
        DATA_BIT_7: begin
            tx <= data[0];
            if (bit_duration_counter == BIT_DURATION - 1) begin
                current_state <= PARITY_BIT;
                bit_duration_counter <= 0;
            end else begin
                bit_duration_counter <= bit_duration_counter + 1;
            end
        end
        PARITY_BIT: begin
            tx <= parity_bit;
            if (bit_duration_counter == BIT_DURATION - 1) begin
                current_state <= STOP_BIT;
                bit_duration_counter <= 0;
            end else begin
                bit_duration_counter <= bit_duration_counter + 1;
            end
        end
        STOP_BIT: begin
            tx <= 1;
            if (bit_duration_counter == BIT_DURATION - 2) begin
                current_state <= DONE;
					 bit_duration_counter <= 0;
            end else begin
                bit_duration_counter <= bit_duration_counter + 1;
            end
        end
       DONE: begin
            tx_done <= 1;
            current_state <= IDLE;
        end
    endcase
end
endmodule
```
**flow/config.mk**
```make
export PLATFORM = sky130hd
export DESIGN_NAME = uart_tx
export DESIGN_NICKNAME = uart_tx
export VERILOG_FILES = /design/flow/design.v
export SDC_FILE = /design/flow/constraint.sdc
export NUM_CORES = 4
export LEC_CHECK = 1
export CORE_AREA = 10 10 94 94
export DIE_AREA = 0 0 104 104
```
**flow/run.sh**
```bash
#!/bin/bash
# OpenROAD 26Q1-2900-gdf79404cd8, Yosys 0.63+post, stock flow scripts
make -C /OpenROAD-flow-scripts/flow DESIGN_CONFIG=/design/flow/config.mk WORK_HOME=/design/flow/orfs finish
```
==> summary.txt <==
flow finished, numbers: hold depth 2, Slew @ Worst Pin 0.395 ns, min cycle time layout 2.28 ns, Final Hold Viols 0, Area Growth Syn to Fin 34.9%, CTS sink cnt 10, status finished, final reports clean, Hold EP bit_duration_counter[3], fmax 0.439 GHz, maximum VDD drop 149 µV, clock root buffer clkbuf_8, # setup viols final 0, placed cell count between 150 and 200, clock power share between 10 and 15%, post-layout period usage of the worst path a little under three fifths, drt total wl 1660 µm, largest net degree at the start of global routing 15, H-tree depth 1, clock buffer depth 2, endpoint class of the critical path register, Area after DPL between 900 and 1000 µm², GRT Util Overall 2.96%, Port-buffer cells 12, GR Util met3 1.32%, Worst R2R Path Depth 4, Synth Register Bits 10, DRT iter0 DRCs 36, R2R Path End current_state[1], Setup TNS 0 ns, Vias/cell 3.17, Slew HR between 70% and 80%, Synthesis Warnings 1, pwr dens 708 nW/µm², cell count listed in synth_stat.txt 75, GRT busiest layer met1, Filler cells 802, Syn Inst Count approximately 75, Comb area around 420 µm², Worst EP required 4.09 ns, clk_skew a little under 0.002 ns, DRC 0, Detailed Place HPWL 1280 µm, Latency at later pin 0.23 ns, Synth Cell Area around 750 µm², FF+latch area 300 µm², clk slew on worst S/H paths 0.05 ns, Reg power frac ~40%, Worst Hold Launch bit_duration_counter[3], I/O Pins 13, DRT Pass-1 Iters 4, n_diodes 0, register share after synthesis between 30 and 40%, Yosys cell types 28, Worst Setup Path Type in2reg, Design Area, Final just over 1000 µm², Syn Area/Cell 10.0 µm², Hold Path Class reg2reg, CTS tree done, # hold bufs at CTS 0, global placer's final weighted congestion 0.748, yosys stat chip area 752 µm², Die ar. between 10000 and 15000 µm², met2 Use GR under 10%, tool warnings 27, Via Count 577, layout cell share with drive strength beyond 1 between 10% and 20%, CP Launch Type primary input, Worst Path Max Fanout 2, crit path DAT 2.27 ns, RSZ-0062 raised after global routing no, grt ovf 0, FP Core Util about 11%, initial antenna violation count 0, reg2reg start current_state[0], Core Area 6830 µm², Sw Ratio a little under two fifths, Int Pwr roughly 450 µW, DIE HEIGHT 104 µm, LEAKAGE 0.000338 µW, Num CTS Buffers 3, routed len/inst 9.11 µm, Logic pwr share between 40 and 50%, vias in the first global route 552, setup bufs post-CTS 0, NetSw ~270 µW, r2r setup slk 1.96 ns, post-route insts no fill 182, Max Slew Vio Count 0, max_cap viols 0, GRT met1 Usage 4.52%, Post-DRT Antenna Nets 0, PostCTS Resize Cnt 0, first-pass GRT wire length roughly 2700 µm, row cnt 30, Chip Width about 100 µm
[cell type report]
| cell class | instances | area share, % |
|---|---|---|
| multi-input cells | 58 | 41.6 |
| well taps | 96 | 11.8 |
| flip-flops and latches | 10 | 29.6 |
| inverters | 3 | 1.11 |
| repair buffers | 12 | 11.8 |
| clock buffers | 3 | 4.07 |
[critical path, cell delays in order]
cell             delay [ns]
clkdlybuf4s50_1        0.51
xnor2_1                0.13
xnor3_1                0.42
xnor2_1                0.14
a32o_1                 0.25
[placed cells by master, fill, tap and decap left out, types with 2 or more instances in the layout]
master	Yosys	routed
a21oi_1	2	2
nor2_1	7	7
clkbuf_8	0	3
nand2_1	8	8
clkdlybuf4s50_1	0	12
ha_1	3	3
a221oi_1	3	3
xnor2_1	6	6
inv_1	3	3
mux2_2	2	2
o221a_2	2	2
xor2_1	2	2
nor2b_1	8	8
o21ai_0	2	2
edfxtp_1	10	10
[cell usage after synthesis (all sizes together)]
library cell / number / share of area (%)
nor2b: 8 / 6.7
xor2: 2 / 2.3
inv: 3 / 1.5
o31a: 1 / 1.3
o21a: 1 / 1.0
o221a: 2 / 3.0
xnor3: 1 / 3.0
nand2b: 1 / 0.83
or2: 2 / 1.7
o32a: 1 / 1.3
mux2: 2 / 3.0
clkbuf: 1 / 0.50
buf: 3 / 2.0
a32o: 1 / 1.3
edfxtp: 10 / 40
nand3: 1 / 0.66
ha: 3 / 5.0
a221oi: 3 / 3.5
a21oi: 2 / 1.3
nand2: 8 / 4.0
nor2: 7 / 3.5
nor3: 1 / 0.66
o21ai: 2 / 1.3
or4: 1 / 1.5
a32oi: 1 / 1.2
xnor2: 6 / 7.0
o21bai: 1 / 1.0
[power by group through the flow]
| stage | Combinational (µW) | Clock [µW] | Sequential [µW] |
|---|---|---|---|
| 4_1_cts | 328 | 103 | 293 |
| 5_1_grt | 374 | 110 | 302 |
| 6_report | 326 | 101 | 292 |
[worst max-delay path by stage]
stage	to	depth (start not counted)	slack, ns	from
final	tx	5	1.82	data[2]
after global routing	tx	5	1.73	data[2]
after CTS	tx	5	1.82	data[2]
[routing by layer]
layer | routed length, µm | share of wire (%)
met1 | 917 | 55
met3 | 92 | 5.5
met5 | 0 | 0
met4 | 7 | 0.42
met2 | 641 | 39
[cell families after synthesis]
logic type	synth area share, %
AND-OR/OR-AND	16.3
XOR/XNOR	12.3
adder cells (fa/ha/maj)	4.99
buffers and inverters	3.99
flip-flops	39.9
multiplexers	2.99
AND/OR/NAND/NOR	19.5
[flip-flops by register name, indices dropped and copies added, names as in the netlist]
signal	flops
tx	1
tx_done	1
bit_duration_counter	4
current_state	4
[metrics by stage]
step,utilization (%),total power [µW],hold slack [ns],setup slack (ns)
global route,14.9,786,0.663,1.73
CTS,14.9,724,0.627,1.82
floorplan,-,534,0.579,2.12
detailed placement,14.2,620,0.614,1.57
finish,14.9,719,0.626,1.82
global placement,14.2,617,0.603,1.58
Power and IR drop assume default switching activity.
